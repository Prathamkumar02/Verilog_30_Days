### design.v
module Priority_encoder_8to3(
            output reg[2:0] data_out, 
            input[7:0] data_in);  
           always@(*)
            begin
            data_out=3'b000;
            if (data_in[7]==1)
                data_out=3'b111;
            else if (data_in[6]==1)
                data_out=3'b110;
            else if (data_in[5]==1)
                data_out=3'b101;
            else if(data_in[4]==1)
                data_out=3'b100;
            else if(data_in[3]==1)
                data_out=3'b011;
            else if(data_in[2]==1)
                data_out=3'b010;
             else if(data_in[1]==1)
                data_out=3'b001;
             else if(data_in[0]==1)
                data_out=3'b000;
                else 
                data_out=3'b000;
            end
endmodule
### run.sh
#!/bin/bash
# OpenROAD 26Q1-2900-gdf79404cd8, Yosys 0.63+post, stock flow scripts
make -C /OpenROAD-flow-scripts/flow DESIGN_CONFIG=/design/flow/config.mk WORK_HOME=/design/flow/orfs finish
### config.mk
export PLATFORM = sky130hd
export DESIGN_NAME = Priority_encoder_8to3
export DESIGN_NICKNAME = Priority_encoder_8to3
export VERILOG_FILES = /design/flow/design.v
export SDC_FILE = /design/flow/constraint.sdc
export NUM_CORES = 4
export LEC_CHECK = 1
export CORE_AREA = 10 10 70 70
export DIE_AREA = 0 0 80 80
### constraint.sdc
current_design Priority_encoder_8to3

set clk_period 1.2
set clk_io_pct 0.2

create_clock -name clk0 -period $clk_period

set non_clock_inputs [all_inputs -no_clocks]
set_input_delay [expr $clk_period * $clk_io_pct] -clock clk0 $non_clock_inputs
set_output_delay [expr $clk_period * $clk_io_pct] -clock clk0 [all_outputs]
==> flow_metrics.tcl <==
# yosys + openroad results
set metrics [dict create \
    firstDrtPassIters 2 \
    max_freq_ghz 0.875 \
    die_area_mm2 0.00640 \
    coreArea_mm2 0.00342 \
    startpoint "data_in[7]" \
    start_kind "primary input" \
    yosys_cells 10 \
    top_area_frac 0.222 \
    drc 0 \
    fp-utilization 0.0132 \
    min_path_type "primary input to primary output" \
    relSlewSlack 0.876 \
    gp_congestion 0.814 \
    total_power_uw 35.1 \
    cap_violations 0 \
    overflow 0 \
    hold_viol 0 \
    mostFrequentLayoutCells "dlygate4sd2_1, clkdlybuf4s15_1, a21oi_1, nor2_2, nand2_1" \
    vias_per_cell 1.61 \
    num_antenna_cells 0 \
    intPower_uw 21.1 \
    power.density_mw_per_mm2 183 \
    area_growth_pct 325 \
    grt_pass1_vias 97 \
    drtIter0Drc 2 \
    crit_required_ps 960 \
    ys_area_um2 45.0 \
    dp_hpwl_um 274 \
    wire_per_inst_um 4.92 \
    drive_gt1_frac 0.200 \
    tightest_slew_ps 184 \
    drt_wl_total_um 325 \
    mappedNetlistArea_um2 45.0 \
    num_vias 106 \
    status "complete, no violations" \
    path_class "primary input to primary output" \
    yosysTopAreaCell "a21oi_1" \
    fin_cells 66 \
    worstHoldStart "data_in[4]" \
    fin_crit_sh 0.952 \
    die_h_um 80 \
    pwr-share-comb 1.000 \
    power_switching_uw 14.0 \
    worst_path_most_repeated_cell "dlygate4sd2_1" \
    lay_top_count "dlygate4sd2_1" \
    clkPwrFrac 0 \
    maxSlewViolCount 0 \
    slowest_delay_ps 250 \
    num_rows 21 \
    seq_area_um2 0 \
    total_leakage_power_uw 0.0000633 \
    ir_worst_vdd_mv 0.0183 \
    switching_share 0.399 \
    postSynthCellCount 10 \
    p_seq_frac 0 \
    ys_warn_count 1 \
    cts_setup_buffers 0 \
    grt_pass1_wl_um 441 \
    ant_nets 0 \
    cp.arrival_ps 900 \
    crit_chain "dlygate4sd2_1 > nor2_2 > nand2_1 > dlygate4sd2_1" \
    critPathSlowestCell "dlygate4sd2_1" \
    ios 11 \
    antenna_found_initial 0 \
    hold_buffers 0 \
    area_leaders "a21oi_1, nand2_1, nor2_1, o31ai_1, o21ai_0" \
    crit_path_end "data_out[2]" \
    grt_start_max_net_pins 4 \
    n_clock_buffer 0 \
    flops 0 \
    synth_cell_types 7 \
    nFillCells 415 \
    chipWidth_um 80 \
    place_inst 66 \
    finalSetupViolCount 0 \
    ys_seq_frac 0 \
    grt_usage 0.00831 \
    worstSetupEndpointType "primary output" \
    tool_warnings 33 \
    synth.avg_cell_area_um2 4.50 \
    worstPathMaxFanout 2 \
    port_buffers 10 \
    logic_area_um2 42.5 \
    min_period_ps 1140 \
]
[how the worst min path moves through the flow]
stage / to / slack [ps] / depth (start not counted)
final: data_out[0] / 870 / 3
after global routing: data_out[0] / 890 / 3
after CTS: data_out[0] / 880 / 3
[synthesized netlist by cell type (all sizes together)]
master	number
nand2	2
nor2	2
inv	1
a21oi	2
o21ai	1
clkinv	1
o31ai	1
[layer usage]
metal | share of wire | wire [µm] | vias up | global-route usage
li1 | - | - | 53 | -
met4 | 0 | 0 | 0 | 0
met1 | 0.61 | 197 | 43 | 0.0132
met3 | 0.21 | 69 | 0 | 0.00568
met5 | 0 | 0 | - | 0
met2 | 0.18 | 58 | 10 | 0.00883
[area by class of cell]
class / instances / area share
Timing Repair Buffer: 10 / 0.438
Tap cell: 46 / 0.301
Multi-Input combinational cell: 8 / 0.222
Inverter: 2 / 0.0392
[power by group through the flow]
stage | Sequential (µW) | Clock [µW] | Combinational [µW]
after global routing | 0 | 0 | 39.4
after CTS | 0 | 0 | 33.2
final | 0 | 0 | 35.1
[cell families after synthesis]
logic type,count (synthesis),share of synthesized area
AOI/OAI and AO/OA,4,0.500
buffers and inverters,2,0.167
and+or+nand+nor,4,0.333
[repair_timing]
| action | CTS | global route |
|---|---|---|
| resized | 15 | 5 |
| pin swaps | 6 | 1 |
| endpoints found under the setup margin | 3 | 2 |
| cloned | 0 | 0 |
[critical path, delay by kind of cell]
| family | cells | cell delay [ps] |
|---|---|---|
| buffers and inverters | 2 | 490 |
| AND/OR/NAND/NOR | 2 | 180 |
[per-stage QoR]
stage / setup slack (ps) / hold WS [ps] / util / instance area, µm² / setup TNS [ps]
after floorplan: 492 / 514 / - / 45.0 / 0
after global placement: -495 / 1450 / 0.0593 / 203 / -1310
after detailed placement: -535 / 1460 / 0.0593 / 203 / -1390
after CTS: 6.17 / 883 / 0.0553 / 189 / 0
after global routing: -2.53 / 890 / 0.0560 / 191 / -2.53
final: 57.1 / 866 / 0.0560 / 191 / 0
Power and IR drop assume default switching activity.
