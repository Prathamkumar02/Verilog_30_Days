==> ./design.v <==
module Param # (parameter WIDTH=4)(input clk,
            rst_n,
            output reg [WIDTH-1:0] count_out
    );
    localparam MAX =(1<< WIDTH)-1;   
    always@(posedge clk or negedge rst_n)
    begin
    if (!rst_n)
        count_out <= 0;
    else
        if(count_out<MAX)
            count_out <=count_out+1;
        else 
            count_out <=0;
    end
endmodule
==> ./run.sh <==
#!/bin/bash
# OpenROAD 26Q1-2900-gdf79404cd8, Yosys 0.63+post, stock flow scripts
make -C /OpenROAD-flow-scripts/flow DESIGN_CONFIG=/design/flow/config.mk WORK_HOME=/design/flow/orfs finish
==> ./config.mk <==
export PLATFORM = sky130hd
export DESIGN_NAME = Param
export DESIGN_NICKNAME = Param
export VERILOG_FILES = /design/flow/design.v
export SDC_FILE = /design/flow/constraint.sdc
export NUM_CORES = 4
export LEC_CHECK = 1
export CORE_AREA = 10 10 70 70
export DIE_AREA = 0 0 80 80
==> ./constraint.sdc <==
current_design Param

set clk_period 1.0
set clk_io_pct 0.2

create_clock -name clk0 -period $clk_period [get_ports {clk}]

set non_clock_inputs [all_inputs -no_clocks]
set_input_delay [expr $clk_period * $clk_io_pct] -clock clk0 $non_clock_inputs
set_output_delay [expr $clk_period * $clk_io_pct] -clock clk0 [all_outputs]
==> reports/metrics.yaml <==
status: "complete, but fails checks"
failed_checks: "setup timing"
tool_warnings: 27
htreeDepth: 1
cts_buffers: 3
ys_top_logic_family: "simple AND/OR/NAND/NOR gates"
worst_slew_pin_slew_ns: 0.196
core_mm2: 0.00342
criticalPathCategory: "flop to flop"
drtIter0Drc: 8
min_path_type: "input port to async pin"
skew_ns: 0.00298
synth_warnings: 1
hold_ws_ns: 0.174
slew_viol_final: 0
slew_headroom_pct: 86.9
max_freq_mhz: 901
timing.final.crit_share_pct: 111
fillCellCount: 396
grt_start_max_net_pins: 5
drcViolationCount: 0
netlist_area_um2: 164
post-route-util_pct: 11.7
routed_wl_um: 545
worstPathMaxFanout: 3
cp-end-kind: "flop"
synth_cell_type_count: 9
cp.required_ns: 1.11
max_cap_viol_count: 0
clk_latency_ns: 0.23
fp-utilization_pct: 4.80
peakVddDrop_mv: 0.214
post-dp-hpwl_um: 319
start_kind: "flop"
grt_pass1_wl_um: 924
vias: 173
ys_cells: 12
die_x_um: 80
ios: 6
antennaDiodeCount: 0
regMostFlops: "count_out"
reg_top3: "count_out (4)"
largest_reg_flops: 4
area_growth_pct: 144
synth.yosys.seq_area_share_pct: 61.1
clock_sinks: 4
yosysChipArea_um2: 164
arrival_ns: 1.22
vias_per_cell: 2.22
ys_sh_mux_pct: 0
setup_viol: 4
antenna_found_initial: 0
synthAdderAreaFrac_pct: 7.63
xor_area_share_pct: 5.34
die_area_mm2: 0.00640
ys.flops: 4
p_leak_uw: 0.000199
path_buffers: 1
p_per_area_mw_per_mm2: 920
finalHoldViolations: 0
io_buffers: 5
rsz0062_at_grt: "true"
synthSimpleGateAreaFrac_pct: 13.7
drtPass1Iterations: 2
avgSynthCellArea_um2: 13.7
cts_hold_buf: 0
fin_crit_ns: 1.11
cts_root_buf: "clkbuf_4"
synthCells: 12
rows: 21
crit_slowest_cell: "dfrtp_1"
overflow: 0
max-clock-path-buffers: 2
crit_chain: "buf_6 > and2b_2 > a311o_1"
routabilityCongestion: 0.709
grt_pass1_vias: 189
path_delay_family: "flip-flops"
layout-drive-gt1-share_pct: 65.6
wl_per_cell_um: 6.99
ant_nets: 0
cts_tree: "built"
ys_sh_aoi_pct: 9.92
max_stage_delay_ns: 0.38
die_h_um: 80
track_usage_pct: 1.92
fin_ws_ns: -0.110
clk_pin_slew_ns: 0.04
[worst paths after layout]
kind                                             start                      to  slack, ns  cells after the start
min in group clk0               count_out[1]$_DFF_PN0_  count_out[1]$_DFF_PN0_       0.59                      2
worst max register to register  count_out[3]$_DFF_PN0_  count_out[3]$_DFF_PN0_      -0.11                      3
worst min register to register  count_out[1]$_DFF_PN0_  count_out[1]$_DFF_PN0_       0.59                      2
max in group asynchronous                        rst_n  count_out[2]$_DFF_PN0_       0.65                      1
worst max-delay path            count_out[3]$_DFF_PN0_  count_out[3]$_DFF_PN0_      -0.11                      3
worst min-delay path                             rst_n  count_out[3]$_DFF_PN0_       0.17                      1
[placed cells by master (no fill, tap or decap)]
master,count
buf_4,6
and4b_1,1
xor2_1,1
dfrtp_1,4
nand2_1,1
buf_6,6
clkbuf_4,3
buf_2,3
a31oi_1,1
clkbuf_2,1
a311o_1,1
inv_1,1
ha_4,1
clkdlybuf4s50_1,1
and2b_2,1
[logic make-up after synthesis]
family,count (synthesis)
flip-flops,4
AND/OR/NAND/NOR,3
AND-OR/OR-AND,2
XOR/XNOR,1
buffers and inverters,1
adder cells (fa/ha/maj),1
[per-layer routing]
metal	global-route usage [%]	share of wire, %	up-vias
met4	0.176	0	0
li1	-	-	85
met5	0	0	-
met1	2.27	49	80
met3	2.50	18	0
met2	2.09	33	8
[Yosys cell counts, drive strengths merged]
cell type,n,area share (%)
and4b,1,6.1
a31oi,1,3.8
inv,1,2.3
ha,1,7.6
xor2,1,5.3
and2b,1,5.3
a311o,1,6.1
dfrtp,4,61
nand2,1,2.3
[stage by stage]
step / total power [µW] / area (µm²) / setup slack (ns) / std cells / TNS, ns
floorplan: 165 / 166 / 0.000527 / 12 / 0
global placement: 171 / 297 / -0.0627 / 66 / -0.221
detailed placement: 171 / 297 / -0.0830 / 66 / -0.302
CTS: 377 / 377 / -0.106 / 75 / -0.196
global route: 391 / 399 / -0.146 / 78 / -0.402
finish: 367 / 399 / -0.110 / 78 / -0.239
[worst reg2reg max path, stage by stage (launching register included)]
cell	delay (ns)
dfrtp_1	0.38
buf_6	0.12
and2b_2	0.17
a311o_1	0.31
[report_power, final]
group          internal [µW]  switching [µW]  leakage (µW)
registers                163               0     0.0000566
logic                   3.47            3.13      0.000129
clock network            134            63.8     0.0000138
[area by class of cell]
| type | count | area [µm²] | area share (%) |
|---|---|---|---|
| Clock buffer | 3 | 22.5 | 5.64 |
| Inverter | 1 | 3.75 | 0.940 |
| Multi-Input combinational cell | 7 | 72.6 | 18.2 |
| Sequential cell | 4 | 100 | 25.1 |
| Tap cell | 46 | 57.6 | 14.4 |
| Timing Repair Buffer | 17 | 143 | 35.7 |
[what timing repair did]
| action | in CTS | in global routing |
|---|---|---|
| setup buffers | 6 | 3 |
| endpoints found under the setup margin | 6 | 4 |
| gates cloned | 0 | 0 |
| resized | 16 | 3 |
| pin swaps | 3 | 1 |
Power and IR drop assume default switching activity.
