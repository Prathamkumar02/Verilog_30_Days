## /design/flow/config.mk

```make
export PLATFORM = sky130hd
export DESIGN_NAME = sync_reset_example
export DESIGN_NICKNAME = sync_reset_example
export VERILOG_FILES = /design/flow/design.v
export SDC_FILE = /design/flow/constraint.sdc
export NUM_CORES = 4
export LEC_CHECK = 1
export CORE_AREA = 10 10 70 70
export DIE_AREA = 0 0 80 80
```

## /design/flow/constraint.sdc

```tcl
current_design sync_reset_example

set clk_period 1.0
set clk_io_pct 0.2

create_clock -name clk0 -period $clk_period [get_ports {clk}]

set non_clock_inputs [all_inputs -no_clocks]
set_input_delay [expr $clk_period * $clk_io_pct] -clock clk0 $non_clock_inputs
set_output_delay [expr $clk_period * $clk_io_pct] -clock clk0 [all_outputs]
```

## /design/flow/design.v

```verilog
module sync_reset_example(input wire clk,  
input wire reset,  
input wire [7:0] d,  
output reg [7:0] q  
);
always @(posedge clk) begin
if (reset)
q <= 8'b0;  
else
q <= d;  
end
endmodule
```

## /design/flow/run.sh

```bash
#!/bin/bash
# OpenROAD 26Q1-2900-gdf79404cd8, Yosys 0.63+post, stock flow scripts
make -C /OpenROAD-flow-scripts/flow DESIGN_CONFIG=/design/flow/config.mk WORK_HOME=/design/flow/orfs finish
```

==> impl_metrics.csv <==
group,metric,value,unit
synth,ys_seq_frac,0.762,
cts,cts_setup_buffers,0,
floorplanning,fp-utilization,0.0615,
grt,grt_overflow,0,
drt,post_drt_wl_per_cell,8.50,um
synth,ys_sh_xor,0,
worst_setup_path,crit_path_end,"q[4]",
flow_run,maxCapViolations,0,
worst_setup_path,crit_chain,"dlygate4sd2_1",
power,p_leak,0.181,nW
worst_setup_path,critPathSlowestCell,"dfxtp_1",
synth,syn-mean-instance-area,13.1,um2
placed_design,gp_congestion,0.699,
timing,hold_viol,0,
timing,fin_crit,0.971,ns
timing,max_freq,1.03,GHz
layout,drive_gt1_frac,0.139,
timing,tns,0,ns
grt,antenna_found_initial,0,
cts,cts_buffers,3,
cts,clockRootBuffer,"clkbuf_4",
floorplanning,die_area,6400,um2
synth,synth_cell_type_count,2,
synth,netlist_logic_family_top,"simple AND/OR/NAND/NOR gates",
hold_path,hp-class,"in -> reg",
synth,mux_share,0,
timing,rsz0062_at_grt,"no",
layout,area_growth,117,%
grt,grt_start_max_net_pins,9,
grt,grt_pass1_wl,972,um
layout,seq_area,163,um2
synth,aoi_share,0,
synth,ys_sh_adder,0,
flow_run,warnings,25,
power,irDropWorstVdd,0.230,mV
cts,clk_pin_slew,0.05,ns
worst_setup_path,crit_path_start,"q[4]$_SDFF_PP0_",
synth,netlist_area,210,um2
worst_setup_path,critPathTopFamily,"flip-flops",
worst_setup_path,startpoint_type,"register",
power,powerDensity,1390,nW/um2
synth,ys_sh_simple,0.238,
layout,multiInputGateArea,50.0,um2
timing,finalClockPeriodUsage,0.971,
synth,yosys_warnings,1,
cts,cts.htree.levels,1,
worst_setup_path,worstSetupEndpointType,"output port",
timing,worst_slew_pin_slew,0.269,ns
layout,largest_register_ffs,8,
drt,totalWireLength,697,um
synth,ys_cells,16,
worst_setup_path,cp_max_fo,1,
drt,first_iter_violations,0,
floorplanning,die_x,80,um
drt,vias,173,
worst_setup_path,path_class,"reg -> out",
worst_setup_path,cp.depth,1,
drt,antenna_cells,0,
worst_setup_path,critPathRequiredTime,0.80,ns
floorplanning,core-area,3420,um2
cts,ctsHoldBuffers,0,
cts,cts.sinks,8,
timing,relSlewSlack,0.820,
cts,cts_tree,"yes",
timing,drv_slew,0,
synth,synth_cells,16,
synth,ys_ff,8,
floorplanning,dieHeight,80,um
drt,ant_nets,0,
cts,cts_resized,8,
timing,setup_viol,0,
placed_design,io_buffers,17,
worst_setup_path,cp.arrival,0.77,ns
drt,drc_errors,0,
drt,viasPerCell,2.11,
status,status,"finished clean",
floorplanning,pin_count,18,
layout,top_register,"q",
layout,fillCellCount,398,
worst_setup_path,cp.buffers_inverters,1,
drt,firstDrtPassIters,1,
power,p_total,0.000636,W
worst_setup_path,slowest_delay,0.29,ns
grt,grt_pass1_vias,195,
synth,synth-area-yosys,210,um2
cts,cts_max_path_buffers,2,
grt,grt_util_all_layers,0.0200,
layout,top_regs,"q: 8 flops",
floorplanning,rows,21,
==> cell families (layout without fill, tap and decap cells) <==
| kind of cell | count (synthesis) | in the layout |
|---|---|---|
| AND/OR/NAND/NOR | 8 | 8 |
| buffers and inverters | 0 | 20 |
| flip-flops | 8 | 8 |
==> report_power, final <==
part	switching (W)	leakage [nW]	internal [W]
sequential	0.00000399	0.0672	0.000338
clock	0.0000891	0.0138	0.000136
combinational	0.0000143	0.100	0.0000549
==> placed cells by master, fill, tap and decap left out <==
cell type / netlist / routed
clkdlybuf4s50_1: 0 / 9
clkbuf_4: 0 / 3
dfxtp_1: 8 / 6
nor2b_1: 8 / 8
dlygate4sd2_1: 0 / 5
clkdlybuf4s15_1: 0 / 3
dfxtp_2: 0 / 2
==> how the worst min path moves through the flow <==
stage         start              end  slack (ns)  depth (start not counted)
finish         d[3]  q[3]$_SDFF_PP0_        0.51                          2
global route   d[1]  q[1]$_SDFF_PP0_        0.50                          2
CTS            d[1]  q[1]$_SDFF_PP0_        0.51                          2
==> through the flow <==
step | hold slack, ns | instances | instance area (um2) | setup WS, ns | utilization
after floorplan | 0.272 | 16 | 210 | 0.538 | -
after global placement | 0.766 | 79 | 438 | -0.00127 | 0.128
after detailed placement | 0.767 | 79 | 438 | -0.0202 | 0.128
after CTS | 0.506 | 82 | 450 | 0.00897 | 0.132
after global routing | 0.499 | 82 | 457 | 0.000764 | 0.134
final | 0.513 | 82 | 457 | 0.0290 | 0.134
==> cells in the mapped netlist (all sizes together) <==
cell   instances  area [um2]
dfxtp          8         160
nor2b          8        50.1
==> final cells by class <==
cell class / instances / area share
sequential: 8 / 0.356
multi-input combinational: 8 / 0.110
tap: 46 / 0.126
clock buffer: 3 / 0.0493
timing repair buffer: 17 / 0.359
==> metal layers <==
metal / share of wire / vias up / track usage
li1: - / 89 / -
met1: 0.31 / 76 / 0.0168
met2: 0.64 / 6 / 0.0401
met3: 0.023 / 2 / 0.00568
met4: 0.027 / 0 / 0.0106
met5: 0 / - / 0
Power figures rest on the tool's default switching activity, not on a simulated workload.
